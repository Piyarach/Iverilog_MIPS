`run.sh`:
```
#!/bin/bash
# OpenROAD 26Q1-2900-gdf79404cd8, Yosys 0.63+post, stock flow scripts
make -C /OpenROAD-flow-scripts/flow DESIGN_CONFIG=/design/flow/config.mk WORK_HOME=/design/flow/orfs finish
```
`config.mk`:
```
export PLATFORM = sky130hd
export DESIGN_NAME = slt_32_bit
export DESIGN_NICKNAME = slt_32_bit
export VERILOG_FILES = /design/flow/design.v
export SDC_FILE = /design/flow/constraint.sdc
export NUM_CORES = 4
export LEC_CHECK = 1
export CORE_AREA = 10 10 77 77
export DIE_AREA = 0 0 87 87
```
`constraint.sdc`:
```
current_design slt_32_bit

set clk_period 5.8
set clk_io_pct 0.2

create_clock -name clk0 -period $clk_period

set non_clock_inputs [all_inputs -no_clocks]
set_input_delay [expr $clk_period * $clk_io_pct] -clock clk0 $non_clock_inputs
set_output_delay [expr $clk_period * $clk_io_pct] -clock clk0 [all_outputs]
```
`design.v`:
```
module half_adder(a,b,sum,cout);
	input a, b;
	output sum, cout;
	assign sum = a ^ b;  
	assign cout = a & b;
endmodule
module full_adder(a,b,cin,sum,cout);
	input a, b, cin;
	output sum, cout;
	assign sum = cin ^ a ^ b;  
	assign cout = cin & (a ^ b) | (a & b);
endmodule
module adder_32_bit(a,b,cin,sum,cout);
	input [31:0] a, b;
	input cin;
	output [31:0] sum;
	output cout;
	wire [31:0] carry;
	full_adder fa0(a[0],b[0],cin,sum[0],carry[0]);
	genvar i;
	generate for(i=1;i<32;i=i+1)
		begin
			full_adder fa(a[i],b[i],carry[i-1],sum[i],carry[i]);
	end endgenerate
	assign cout = carry[31];
endmodule
module slt_32_bit(a,b,result);
	input signed [31:0] a, b;
	output signed [31:0] result;
	wire signed [31:0] sum;
	wire cout;  
	reg signed [31:0] temp_result;
	subtract_32_bit sub(a,b,sum,cout);
	always @(sum) begin
		casex(sum) 
			32'b1???????????????????????????????  : temp_result = 1;  
			default : temp_result = 0;
		endcase 
	end
	assign result = temp_result; 
endmodule
module inverter(i,o);
	input i;
	output o;
	assign o = !i;
endmodule
module subtract_32_bit(a,b,sum,cout);
	input signed [31:0] a, b;
	output signed [31:0] sum;
	output cout;
	wire [31:0] temp_invert;
	wire cin;
	genvar i;
	generate for(i=0;i<32;i=i+1)
		begin
			inverter inv(b[i],temp_invert[i]);
	end endgenerate
	assign cin = 1'b1;
	adder_32_bit add2(a,temp_invert,cin,sum,cout);
endmodule
```
==> summary.json <==
{
  "netlist_instances": 139,
  "detailroute.via_count": 978,
  "groute.layer.met2.usage": 0.122,
  "final_layout_size_suffix_gt1_frac": 0.0149,
  "yosys.area_share.adder": 0.351,
  "slowest_cp_cell": "sky130_fd_sc_hd__clkdlybuf4s50_1",
  "power-per-cell-area_nw_per_um2": 59.7,
  "power_leakage_nw": 0.870,
  "grt_first_pass_wirelength_mm": 4.64,
  "min-delay-path-class": "input port to primary output",
  "hold-path-endpoint": "result[0]",
  "tool_warnings": 32,
  "dp_hpwl_mm": 2.84,
  "n_clock_buffer": 0,
  "crit_path_cell_trace": "clkdlybuf4s50_1 -> inv_1 -> ha_1 -> a21o_1 -> a2111oi_4 -> and3_1 -> o311ai_1 -> mux2i_1 -> nand2_1 -> clkdlybuf4s50_1",
  "floorplan.core_util": 0.246,
  "syn_avg_cell_area_um2": 7.70,
  "port-buffer-count": 65,
  "synthesis.yosys.warnings": 1,
  "outcome": "complete, no violations",
  "min_from": "b[29]",
  "clkPwrFrac": 0,
  "crit_path_top_cell_by_count": "sky130_fd_sc_hd__clkdlybuf4s50_1",
  "coreArea_um2": 4350,
  "first_iter_violations": 4,
  "grt_overflow": 0,
  "seqCellArea_um2": 0,
  "die_height_um": 87,
  "post_synth_main_logic_family": "adder cells",
  "cell_types_with_the_highest_counts_after_synthesis": "sky130_fd_sc_hd__buf_4 (32), sky130_fd_sc_hd__inv_1 (32), sky130_fd_sc_hd__ha_1 (30)",
  "routabilityCongestion": 0.730,
  "report.final.slew_viol_count": 0,
  "synthesis.area_um2": 1070,
  "antenna_found_initial": 0,
  "simple_gate_share": 0.0737,
  "die_w_um": 87,
  "hold-path-cell-count": 7,
  "wl_per_cell_um": 11.3,
  "final.min_clock_period_ns": 4.69,
  "finalHoldViolCount": 0,
  "detail_route.antenna_diodes": 0,
  "floorplan.die_area_um2": 7570,
  "grt_start_max_net_pins": 5,
  "timing.critical_path.buf_inv": 3,
  "fin_crit_sh": 0.809,
  "post_cts.resized_instances": 0,
  "remaining_design_rule_violation_count": 0,
  "gr-max-usage-layer": "met2",
  "seq_area_frac_synth": 0,
  "fp-row-count": 24,
  "synth_cell_types": 27,
  "routed_via_density": 3.85,
  "design.seq.count": 0,
  "comb_area_um2": 822,
  "postRouteAntennaNets": 0,
  "switching_power_w": 0.0000338,
  "first_pass_iters": 2,
  "vdd.ir_drop.worst_mv": 0.0263,
  "yosys.stat.chipArea_um2": 1070,
  "yosysCellCount": 139,
  "io-pin-count": 96,
  "fin_setup_tns_ns": 0,
  "num-fill-cells": 474,
  "cts_hold_repair.buffers": 0,
  "routed_wl_mm": 2.87,
  "power.internal_w": 0.0000651,
  "power_w": 0.0000989,
  "worst-endpoint-required_ns": 4.64,
  "cp-start-kind": "input port",
  "comb_power_share": 1.000,
  "drv_cap": 0,
  "seq_power_share": 0,
  "top_area_frac": 0.351,
  "endpoints_failing_setup": 0,
  "grt.met3_usage": 0.0330,
  "crit_arrival_ns": 3.53,
  "area_overhead_vs_synth_pct": 55.0,
  "ys_sh_xor": 0.00819,
  "compound_share_synth": 0.218,
  "topCellsByArea": "sky130_fd_sc_hd__ha_1 (35%), sky130_fd_sc_hd__buf_4 (22%), sky130_fd_sc_hd__inv_1 (11%)",
  "critPathCaptureType": "primary output",
  "ys_sh_mux": 0.00936,
  "crit_path_max_delay_family": "buffers and inverters",
  "global_route.usage.met1": 0.0854,
  "slowest_delay_ns": 0.46,
  "synth_area_leader_cell": "sky130_fd_sc_hd__ha_1",
  "grt_setup_unrepaired": "no",
  "groute.usage.overall": 0.0717,
  "cts_setup_buffers": 0,
  "worstPathMaxFanout": 3,
  "first_global_vias": 1039,
  "p_sw_frac": 0.342,
  "max_freq_mhz": 213,
  "worstSetupPathType": "input port to primary output"
}
## layout make-up
type,instances,area share
inverter,32,0.0725
timing repair buffer,65,0.392
tap,52,0.0392
multi-input combinational,105,0.496
## cell usage in the layout (no fill, tap or decap), types with 2 or more instances in the layout
cell type                         netlist  routed
sky130_fd_sc_hd__nor3_1                 4       4
sky130_fd_sc_hd__nand2_1                3       3
sky130_fd_sc_hd__inv_1                 32      32
sky130_fd_sc_hd__ha_1                  30      30
sky130_fd_sc_hd__conb_1                 1      31
sky130_fd_sc_hd__a21o_1                 3       3
sky130_fd_sc_hd__o2111ai_1              3       3
sky130_fd_sc_hd__o21a_1                 4       4
sky130_fd_sc_hd__o21ai_0                4       4
sky130_fd_sc_hd__a2111oi_4              2       2
sky130_fd_sc_hd__clkdlybuf4s50_1        0      65
sky130_fd_sc_hd__o21ai_1                3       3
sky130_fd_sc_hd__a21oi_1                4       4
## through the flow
| stage | utilization | hold slack [ns] | area [µm²] | instances | setup slack [ns] |
|---|---|---|---|---|---|
| 2_1_floorplan | - | 2.73 | 1180 | 169 | 2.02 |
| 3_5_place_dp | 0.381 | 3.58 | 1660 | 254 | 1.08 |
| 4_1_cts | 0.381 | 3.59 | 1660 | 254 | 1.07 |
| 6_report | 0.381 | 3.56 | 1660 | 254 | 1.11 |
| 3_3_place_gp | 0.381 | 3.58 | 1660 | 254 | 1.13 |
| 5_1_grt | 0.381 | 3.66 | 1660 | 254 | 0.937 |
## worst max-delay path by stage
stage,from,to,slack (ns),cells after the start
after CTS,b[25],result[0],1.07,10
after global routing,b[25],result[0],0.94,10
final,b[25],result[0],1.11,10
## logic make-up (layout without fill, tap and decap cells)
| logic type | Yosys count | in the layout |
|---|---|---|
| simple gates | 14 | 14 |
| fa+ha+maj | 30 | 30 |
| mux | 1 | 1 |
| other cells | 1 | 31 |
| compound gates | 28 | 28 |
| buf+inv | 64 | 97 |
| xor+xnor | 1 | 1 |
## per-layer routing
metal / vias to the layer above / share of wire
met2: 53 / 0.44
met4: 0 / 0
met3: 0 / 0.13
met5: - / 0
li1: 538 / -
met1: 387 / 0.42
## power by group through the flow
stage                 clock [W]  sequential [W]  combinational (W)
after global routing          0               0           0.000114
after CTS                     0               0           0.000102
final                         0               0          0.0000989
Power and IR drop assume default switching activity.
